$ cat flow/run.sh
#!/bin/bash
# OpenROAD 26Q1-2900-gdf79404cd8, Yosys 0.63+post, stock flow scripts
make -C /OpenROAD-flow-scripts/flow DESIGN_CONFIG=/design/flow/config.mk WORK_HOME=/design/flow/orfs finish
$ cat flow/config.mk
export PLATFORM = sky130hd
export DESIGN_NAME = ID_Stage
export DESIGN_NICKNAME = ID_Stage
export VERILOG_FILES = /design/flow/design.v
export SDC_FILE = /design/flow/constraint.sdc
export NUM_CORES = 4
export LEC_CHECK = 1
export CORE_UTILIZATION = 30
$ cat flow/constraint.sdc
current_design ID_Stage

set clk_period 10.1
set clk_io_pct 0.2

create_clock -name clk0 -period $clk_period [get_ports {clk}]

set non_clock_inputs [all_inputs -no_clocks]
set_input_delay [expr $clk_period * $clk_io_pct] -clock clk0 $non_clock_inputs
set_output_delay [expr $clk_period * $clk_io_pct] -clock clk0 [all_outputs]
$ cat flow/design.v
module Control_unit(
        input[5:0] opcode,
        input hazard_detected,
        output reg[3:0] exec_cmd,
        output reg mem_r_en,
        output reg mem_w_en,
        output reg wb_en,
        output reg is_imm,
        output reg[1:0] branch_type,
        output reg if_store_bne,
        output reg single_src
);
    always @(*) begin
        if (hazard_detected) begin
            exec_cmd             <= 4'b0;
            is_imm               <= 0;
            mem_r_en             <= 0;
            mem_w_en             <= 0;
            wb_en                <= 0;
            branch_type          <= 2'b0;
            if_store_bne         <= 0;
            single_src           <= 0;
        end
        else begin
            exec_cmd             <= 4'b0;
            is_imm               <= 0;
            mem_r_en             <= 0;
            mem_w_en             <= 0;
            wb_en                <= 0;
            branch_type          <= 2'b0;
            if_store_bne         <= 0;
            single_src           <= 0;
            case(opcode)
                6'b000000: begin  
                    exec_cmd     <= 4'b0000;
                end
                6'b000001: begin  
                    exec_cmd     <= 4'b0000;
                    wb_en        <= 1;
                end
                6'b000011: begin  
                    exec_cmd     <= 4'b0010;
                    wb_en        <= 1;
                end
                6'b000101: begin  
                    exec_cmd     <= 4'b0100;
                    wb_en        <= 1;
                end
                6'b000110: begin  
                    exec_cmd     <= 4'b0101;
                    wb_en        <= 1;
                end
                6'b000111: begin  
                    exec_cmd     <= 4'b0110;
                    wb_en        <= 1;
                end
                6'b001000: begin  
                    exec_cmd     <= 4'b0111;
                    wb_en        <= 1;
                end
                6'b001001: begin  
                    exec_cmd     <= 4'b1000;
                    wb_en        <= 1;
                end
                6'b001010: begin  
                    exec_cmd     <= 4'b1000;
                    wb_en        <= 1;
                end
                6'b001011: begin  
                    exec_cmd     <= 4'b1001;
                    wb_en        <= 1;
                end
                6'b001100: begin  
                    exec_cmd     <= 4'b1010;
                    wb_en        <= 1;
                end
                6'b100000: begin  
                    exec_cmd     <= 4'b0000;
                    is_imm       <= 1;
                    wb_en        <= 1;
                    single_src   <= 1;
                end
                6'b100001: begin  
                    exec_cmd     <= 4'b0010;
                    is_imm       <= 1;
                    wb_en        <= 1;
                    single_src   <= 1;
                end
                6'b100100: begin  
                    exec_cmd     <= 4'b0000;
                    is_imm       <= 1;
                    mem_r_en     <= 1;
                    wb_en        <= 1;
                    single_src   <= 1;
                end
                6'b100101: begin  
                    exec_cmd     <= 4'b0000;
                    is_imm       <= 1;
                    mem_w_en     <= 1;
                    if_store_bne <= 1;
                end
                6'b101000: begin  
                    exec_cmd     <= 4'b0000;
                    is_imm       <= 1;
                    branch_type  <= 2'b01;
                    single_src   <= 1;
                end
                6'b101001: begin  
                    exec_cmd     <= 4'b0000;
                    is_imm       <= 1;
                    branch_type  <= 2'b10;
                    if_store_bne <= 1;
                end
                6'b101010: begin  
                    exec_cmd     <= 4'b0000;
                    is_imm       <= 1;
                    branch_type  <= 2'b11;
                    single_src   <= 1;
                end
                default: begin
                    exec_cmd     <= 4'b0000;
                    is_imm       <= 0;
                    branch_type  <= 2'b00;
                end
           endcase
        end
    end
endmodule
module ID_Stage(
    input clk,
    input rst,
    input [31: 0] Instruction,
    input WB_Write_Enable,
    input [4:0] WB_Dest,
    input [31:0] WB_Data,
    input hazard_detected,
    output [4:0] Dest,
    output [4:0] Src1,
    output [4:0] Src2,
    output [31:0] Reg2,
    output [31:0] Val2,
    output [31:0] Val1,
    output [1:0] Br_type,
    output [3:0] EXE_CMD,
    output MEM_R_EN,
    output MEM_W_EN,
    output WB_EN,
    output is_imm,
    output if_store_bne,
    output single_src
);
    wire [31:0] RegF1, RegF2;
    wire [31:0] sign_extended;
    Control_unit cu(
            .opcode(Instruction[31:26]),
            .hazard_detected(hazard_detected),
            .exec_cmd(EXE_CMD),
            .mem_r_en(MEM_R_EN),
            .mem_w_en(MEM_W_EN),
            .wb_en(WB_EN),
            .is_imm(is_imm),
            .branch_type(Br_type),
            .if_store_bne(if_store_bne),
            .single_src(single_src)
    );
    Registers_file reg_file(
            .clk(clk),
            .rst(rst),
            .src1(Src1),
            .src2(Instruction[20:16]),
            .dest(WB_Dest),
            .Write_Val(WB_Data),
            .Write_EN(WB_Write_Enable),
            .out1(RegF1),
            .out2(RegF2)
    );
    assign sign_extended = {{16{Instruction[15]}}, Instruction[15:0]};
    assign Val2 = is_imm ? sign_extended : RegF2;
    assign Val1 = RegF1;
    assign Reg2 = RegF2;
    assign Src1 = Instruction[25:21];
    assign Src2 = single_src ? 5'b0 : Instruction[20:16];
    assign Dest = is_imm ? Instruction[20:16] : Instruction[15:11];
endmodule
module Registers_file(
		input clk,
		input rst,
		input [4:0] src1,
		input [4:0] src2,
		input [4:0] dest,
		input [31:0] Write_Val,
		input Write_EN,
		output [31:0] out1,
		output [31:0] out2
);
	reg [31:0] registers[0:31];
	assign out1                     = registers[src1];
	assign out2                     = registers[src2];
	always @(negedge clk, posedge rst) begin : Memory
		if (rst) begin : reset_condition
			integer i;
			for(i = 0; i < 32; i = i + 1) begin
				registers[i] <= i;
			end
		end
		else if (Write_EN & (dest != 0))
			registers[dest] <= Write_Val;
	end
endmodule
==> impl_metrics.json <==
{
  "yosys.stat.chipArea_um2": 53400,
  "cts_tree": "yes",
  "max-cap-violations": 0,
  "clock_latency_ns": 0.68,
  "largest-register": "reg_file.registers",
  "ys.warnings.count": 3,
  "clock_tree.htree_level_count": 3,
  "dieHeight_um": 424,
  "setup_total_negative_slack_ns": 0,
  "grt_util_met1_pct": 36.5,
  "initial_core_util_pct": 30.3,
  "rsz_0062_raised_after_global_routing": "false",
  "crit_path_frequent_cell": "and3_1",
  "drt-initial-drc-count": 5551,
  "clkSlewWorstSetupHoldPaths_ns": 0.05,
  "ys.flop_type": "dfrtn_1",
  "design.core.area_um2": 176000,
  "drtAntennaViolNets": 0,
  "skew_ns": 0,
  "post-synth-top-area-fraction_pct": 44.3,
  "outcome": "completed",
  "warning_count": 109,
  "max-slew-margin-rel_pct": 27.7,
  "clk_root_buffer_cell": "clkbuf_16",
  "timing_worst_setup_path_type": "reg -> out",
  "clockBufferDepth": 3,
  "cp_num_buf_inv": 1,
  "final_setup_violation_count": 0,
  "die-width_um": 424,
  "num_rows": 154,
  "post-synth-top-area-cell": "dfrtn_1",
  "io_pins": 196,
  "synth_seq_share_pct": 48.2,
  "cp_top_family": "AND-OR/OR-AND gates",
  "avgRoutedWirePerCell_um": 37.2,
  "grt_busiest_layer": "met2",
  "ys_async_sr_fraction_pct": 100,
  "io_buffers": 195,
  "critical_path_arrival_ns": 8.05,
  "critical_path.max_fanout": 3,
  "wirelength_um": 276000,
  "firstDrtPassIters": 27,
  "largest_register_ffs": 1024,
  "grt.met3_usage_pct": 17.7,
  "required_ns": 8.08,
  "post_route_cells_drive_above_1_share_pct": 33.5,
  "cts_sinks": 1024,
  "grt_first_pass_wirelength_um": 379000,
  "synth.yosys.num_cells": 4828,
  "grt_max_degree": 107,
  "areaGrowthSynthToFinish_pct": 19.6,
  "met2_usage_pct": 42.4,
  "synth.top_cells.by_area": "dfrtn_1 44%, mux2_2 21%, a22oi_1 7.9%, dfstp_2 3.9%, nand3_1 3.3%",
  "cts_bufs_inserted": 110,
  "vias_per_cell": 6.44,
  "overflow": 0,
  "post_cts_hold_buffer_count": 0,
  "vdd_ir_drop_max_mv": 0.152,
  "postSynthRegisterBits": 1024,
  "synth_area_um2": 53400,
  "finalMaxSlewViolations": 0,
  "pwr_density_cell_nw_per_um2": 189,
  "dpl.hpwl_um": 165000,
  "hold_path.class": "reg -> reg",
  "gp_congestion": 1.02,
  "vias": 47711,
  "postLayoutCoreUtil_pct": 36.2,
  "global_route.usage.total_pct": 31.1,
  "worst-slew-pin-transition_ns": 1.08,
  "crit_path_cell_trace": "and3_1 -> a2111oi_0 -> and3_1 -> nand4_1 -> o22a_1 -> clkdlybuf4s50_1",
  "finalHoldViolations": 0,
  "drcViolationCount": 0,
  "timing.critical_path.slowest_stage_cell": "a2111oi_0",
  "leakage_uw": 0.0282,
  "synth_cells": 4828,
  "die_area_um2": 180000,
  "post_synth_num_cell_types": 77,
  "largestRegisters": "reg_file.registers (1024)",
  "critical_path.startpoint_type": "flip-flop",
  "crit_path_end_kind": "primary output",
  "avgSynthCellArea_um2": 11.1,
  "number_of_enable_type_register_cells_in_the_synthesized_netlist": 0,
  "critical_path.max_stage_delay_ns": 0.71,
  "antenna_violations_before_repair": 21,
  "first_global_vias": 47061
}
cell usage in the layout, fill, tap and decap left out, drive strengths merged, types with 51 or more instances in the layout:
cell           synthesis  layout
a2111oi               51      51
a21oi                 68      68
a22oi                560     560
and3                 223     223
buf                  172     285
clkbuf               357     149
clkdlybuf4s50          0     189
dfrtn                944     944
dfstp                 80      80
inv                   21     105
mux2                1009    1009
nand2                205     205
nand3                351     351
nand4                169     169
nor2                 170     170
layout make-up:
class | count | area, um2
tap | 2340 | 2930
antenna | 8 | 20.0
multi-input combinational | 3254 | 26100
fill | 16924 | 112000
timing repair buffer | 474 | 4860
inverter | 20 | 78.8
clock buffer | 149 | 3210
clock inverter | 137 | 931
sequential | 1024 | 25700
path summary, 6_finish.rpt:
check	cells after the start	slack [ns]	end	start
max	6	0.03	Val1[30]	reg_file.registers[31][30]
min	0	0.35	reg_file.registers[0][17]	reg_file.registers[0][17]
max reg2reg	1	9.25	reg_file.registers[12][20]	reg_file.registers[12][20]
min reg2reg	0	0.35	reg_file.registers[0][17]	reg_file.registers[0][17]
max in group asynchronous	4	2.21	reg_file.registers[6][23]	rst
min in group asynchronous	2	6.72	reg_file.registers[10][6]	rst
kinds of logic (layout without fill, tap and decap cells):
kind of cell	after synthesis	after routing	share of synthesized area [%]
other	0	8	0
xor gates and xnor gates	2	2	0.0328
buffers and inverters	550	780	4.30
AOI/OAI and AO/OA	870	870	12.2
and+or+nand+nor	1362	1362	13.7
muxes	1020	1020	21.5
DFF	1024	1024	48.2
where the power goes:
group	internal, uW	switching [uW]
Combinational	983	916
Sequential	4990	677
Clock	2550	1930
Total	8530	3520
per-stage QoR:
stage,power [uW],worst slack (ns),hold slack [ns],instance area (um2),std cells
2_1_floorplan,6650,-10.63,0.412,53400,4828
3_3_place_gp,7550,0.519,0.346,59500,7112
3_5_place_dp,7590,0.515,0.348,59500,7112
4_1_cts,12000,0.00604,0.349,63700,7397
5_1_grt,12400,0.000109,0.355,63800,7401
6_report,12100,0.0323,0.350,63800,7406
Yosys cell counts (6+ instances only):
| cell | instances |
|---|---|
| mux2_2 | 991 |
| dfrtn_1 | 944 |
| a22oi_1 | 560 |
| clkbuf_1 | 357 |
| nand3_1 | 351 |
| and3_1 | 222 |
| nand2_1 | 204 |
| nand4_1 | 169 |
| nor2_1 | 166 |
| buf_2 | 80 |
| dfstp_2 | 80 |
| buf_1 | 69 |
| a21oi_1 | 68 |
| a2111oi_0 | 50 |
| nor3_1 | 48 |
| nor4_1 | 47 |
| o21ai_0 | 34 |
| or4_1 | 22 |
| inv_1 | 21 |
| a221oi_1 | 20 |
| o31ai_1 | 19 |
| nand2b_1 | 18 |
| mux2_1 | 16 |
| nand3b_1 | 16 |
| a222oi_1 | 15 |
| o2111ai_1 | 14 |
| o22a_1 | 14 |
| a32oi_1 | 13 |
| and2_1 | 12 |
| buf_6 | 12 |
| nor2b_1 | 12 |
| a22o_1 | 11 |
| buf_4 | 11 |
| mux2i_1 | 11 |
| or3b_2 | 10 |
| a31oi_1 | 9 |
| or3_1 | 9 |
| nor3b_1 | 8 |
| a221o_1 | 7 |
| and4_1 | 7 |
| a211oi_1 | 6 |
| o22ai_1 | 6 |
per-layer routing:
layer / part of all wire, % / routed length, um
met1: 34 / 93700
met2: 41 / 112000
met3: 15 / 42700
met4: 9.9 / 27400
met5: 0.092 / 255
repair_timing:
action | 4_1_cts | 5_1_grt
pin swaps | 0 | 4
gates resized | 18 | 28
setup endpoints to repair | 19 | 22
setup buffers | 0 | 1
Power figures rest on the tool's default switching activity, not on a simulated workload.
