File: design/flow/run.sh
#!/bin/bash
# OpenROAD 26Q1-2900-gdf79404cd8, Yosys 0.63+post, stock flow scripts
make -C /OpenROAD-flow-scripts/flow DESIGN_CONFIG=/design/flow/config.mk WORK_HOME=/design/flow/orfs finish
File: design/flow/config.mk
export PLATFORM = sky130hd
export DESIGN_NAME = MEM_Stage
export DESIGN_NICKNAME = MEM_Stage
export VERILOG_FILES = /design/flow/design.v
export SDC_FILE = /design/flow/constraint.sdc
export NUM_CORES = 4
export LEC_CHECK = 1
export CORE_UTILIZATION = 40
File: design/flow/constraint.sdc
current_design MEM_Stage

set clk_period 5.9
set clk_io_pct 0.2

create_clock -name clk0 -period $clk_period [get_ports {clk}]

set non_clock_inputs [all_inputs -no_clocks]
set_input_delay [expr $clk_period * $clk_io_pct] -clock clk0 $non_clock_inputs
set_output_delay [expr $clk_period * $clk_io_pct] -clock clk0 [all_outputs]
File: design/flow/design.v
module Data_Memory(
    input clk,
    input [31:0] addr,
    input [31:0] write_val,
    input MEM_R_EN,
    input MEM_W_EN,
    output [31:0] read_val
);
    reg [31:0] memory [0:63];
    assign read_val = (MEM_R_EN) ? memory[addr] : 32'b0;
    always @(posedge clk) begin        
        if(MEM_W_EN)
            memory[addr] <= write_val;
    end
endmodule
module MEM_Stage(
        input clk,
        input MEM_R_EN_in,
        input MEM_W_EN_in,
        input [31:0] ALU_result_in,
        input [31:0] ST_val,
        output [31:0] Mem_read_value
);
    wire [31:0] mem_addr;
    assign mem_addr = ((ALU_result_in - 1024) >> 2) << 1;
    Data_Memory data_memory(
            .clk(clk),
            .addr(mem_addr),
            .write_val(ST_val),
            .MEM_R_EN(MEM_R_EN_in),
            .MEM_W_EN(MEM_W_EN_in),
            .read_val(Mem_read_value)
    );
endmodule
==> summary.json <==
{
  "cells_and_area": {
    "regs_by_ff_count": "data_memory.memory x1024",
    "layout_top_cell_excl_fill_tap": "sky130_fd_sc_hd__edfxtp_1",
    "largest_register_ff_count": 1024,
    "area_growth_syn_to_layout_pct": 15.9,
    "final_layout_top_logic_cells": "sky130_fd_sc_hd__edfxtp_1 (1024), sky130_fd_sc_hd__mux2i_1 (512), sky130_fd_sc_hd__o22ai_1 (254)",
    "final_layout_size_suffix_gt1_share_pct": 14.5,
    "finalNonFillerCells": 3622,
    "fin_util_pct": 46.9,
    "num-fill-cells": 7777,
    "finish.instance_area_sq_um": 45400,
    "largest-register": "data_memory.memory"
  },
  "yosys": {
    "seq_area_frac_synth_pct": 78.5,
    "post_synthesis_mux_area_share_pct": 13.1,
    "synthCells": 2078,
    "yosys.cell_types.count": 24,
    "synth_simple_gate_area_share_pct": 1.96,
    "synthTopLogicFamily": "multiplexers",
    "yosys.area_share.aoi_pct": 4.73,
    "chip_area_yosys_sq_um": 39200,
    "ys_seq_elements": 1024,
    "ys_top_cells_by_area": "sky130_fd_sc_hd__edfxtp_1 (78%), sky130_fd_sc_hd__mux2i_1 (13%), sky130_fd_sc_hd__o22ai_1 (4.1%), sky130_fd_sc_hd__nor4_1 (1.0%), sky130_fd_sc_hd__buf_2 (0.96%)",
    "largest_area_contributor_in_the_netlist": "sky130_fd_sc_hd__edfxtp_1",
    "yosys.area.top_type_share_pct": 78.5,
    "syn_avg_cell_area_sq_um": 18.9,
    "yosys.area_share.xor_xnor_pct": 0,
    "synth.yosys.num_cells": 2078,
    "synthesis.yosys.warnings": 1,
    "cell_area_after_technology_mapping_sq_um": 39200,
    "post_synth_fa_ha_maj_area_fraction_pct": 0
  },
  "place": {
    "post-dp-hpwl_um": 51100,
    "placed_area_sq_um": 42400,
    "numPortBuffers": 71,
    "finalWeightedCongestion": 0.842,
    "place_ws_ns": 0.297,
    "placed_cells_incl_taps": 3445
  },
  "cts": {
    "clk_pin_slew_worst_paths_ns": 0.06,
    "cts-hold-fix-buffers": 0,
    "numClockSinks": 1024,
    "htree_num_levels": 3,
    "buffer_depth_of_the_longest_clock_path": 3,
    "clock-root-buffer": "sky130_fd_sc_hd__clkbuf_16",
    "cts-buffers-inserted": 97,
    "clock_tree_from_tritoncts": "built"
  },
  "sta": {
    "min_period_ns": 5.61,
    "slew-limit-headroom_pct": 30.9,
    "final.setup.worst_slack_ns": 0.287,
    "tns_ns": 0,
    "fin_hold_ws_ns": 1.34,
    "max_freq_mhz": 178,
    "finalHoldViolations": 0,
    "finalSetupViolations": 0,
    "rsz0062_at_grt": "false",
    "layout_worst_path_cycle_share_pct": 95.1,
    "timing_worst_slew_pin_value_ns": 1.03,
    "drv_slew": 0
  },
  "drt": {
    "routed-wl-met3_um": 15800,
    "routedWlPerCell_um": 25.3,
    "drt-initial-drc-count": 1239,
    "met2RoutedLength_um": 42700,
    "viasPerCell": 5.51,
    "drt_pre_antenna_iters": 24,
    "vias_after_detailed_routing": 19900,
    "wl_met1_um": 30800,
    "top_layer_used": "met5",
    "finalWirelength_um": 91500,
    "drc": 0,
    "antenna_violating_nets_post_route": 0
  },
  "floorplan": {
    "std_cell_rows": 114,
    "die_w_um": 315,
    "core_footprint_sq_um": 96900,
    "die.size.y_um": 315,
    "ios": 99,
    "chip_area_sq_um": 99200,
    "fp-utilization_pct": 40.5
  },
  "global_route": {
    "first_global_vias": 20900,
    "grt.total_usage_pct": 20.3,
    "grt_start_max_net_pins": 66,
    "overflow": 0,
    "antenna_found_initial": 6,
    "grt_first_pass_wirelength_um": 133000
  },
  "worst_setup_path": {
    "critPathArrivalTime_ns": 4.43,
    "path_common_cell": "sky130_fd_sc_hd__clkdlybuf4s50_1",
    "critical_path.max_fanout": 18,
    "timing.critical_path.slowest_cell_delay_ns": 0.77,
    "start_kind": "input pin",
    "critPathSlowestCell": "sky130_fd_sc_hd__clkdlybuf4s50_1",
    "timing.critical_path.cells": "clkdlybuf4s50_1 -> or4b_2 -> buf_4 -> o22ai_1 -> nor4_2 -> a21boi_1 -> clkdlybuf4s50_1",
    "critical_path.endpoint_type": "output pin",
    "critical_path_required_ns": 4.72,
    "criticalPathCategory": "input pin to output pin"
  },
  "flow_run": {
    "maxCapViolations": 0,
    "tool_warnings": 53
  },
  "min_path": {
    "whs_path_depth": 2,
    "timing.hold.worst_endpoint": "data_memory.memory[36][18]",
    "worst_hold_class": "input pin to register",
    "worst_hold_startpoint": "ST_val[18]"
  },
  "pwr": {
    "fin_total_pwr_mw": 14.6,
    "peakVddDrop_v": 0.000220,
    "areal_power_density_over_the_cells_nw_per_um2": 322,
    "leakage_nw": 15.4
  },
  "status": {
    "outcome": "finished clean"
  }
}
-- what timing repair did --
| item | 4_1_cts | 5_1_grt |
|---|---|---|
| setup endpoints to repair | 0 | 1 |
| resized | 0 | 1 |
| setup buffers | 0 | 0 |
-- report_power, final --
part / internal, mW / total, mW / switching [mW]
Combinational: 0.282 / 0.721 / 0.439
Clock: 3.26 / 5.81 / 2.55
Sequential: 8.09 / 8.11 / 0.0176
Total: 11.6 / 14.6 / 3.00
-- worst max path at each step --
stage	startpoint	endpoint	slack (ns)	depth (start not counted)
CTS	ALU_result_in[5]	Mem_read_value[14]	0.25	8
global route	ALU_result_in[2]	Mem_read_value[16]	0.12	9
finish	ALU_result_in[5]	Mem_read_value[14]	0.29	7
-- cell usage after synthesis --
cell,number
sky130_fd_sc_hd__nand3_1,2
sky130_fd_sc_hd__or3_1,1
sky130_fd_sc_hd__nor2_1,29
sky130_fd_sc_hd__nand2_1,2
sky130_fd_sc_hd__nand4_1,1
sky130_fd_sc_hd__nand4b_1,4
sky130_fd_sc_hd__nand4bb_1,6
sky130_fd_sc_hd__or4_1,1
sky130_fd_sc_hd__mux2i_1,512
sky130_fd_sc_hd__buf_1,1
sky130_fd_sc_hd__o22ai_2,2
sky130_fd_sc_hd__nand3b_1,4
sky130_fd_sc_hd__buf_6,14
sky130_fd_sc_hd__nor4_1,64
sky130_fd_sc_hd__edfxtp_1,1024
sky130_fd_sc_hd__or3b_2,3
sky130_fd_sc_hd__or4b_1,3
sky130_fd_sc_hd__or4b_4,1
sky130_fd_sc_hd__buf_2,75
sky130_fd_sc_hd__o22ai_1,254
sky130_fd_sc_hd__buf_4,3
sky130_fd_sc_hd__clkbuf_1,36
sky130_fd_sc_hd__a21boi_1,32
sky130_fd_sc_hd__nor3_1,4
-- area by class of cell --
| cell class | instances | area [sq um] | share of cell area (%) |
|---|---|---|---|
| multi-input cells | 925 | 8020 | 17.6 |
| clock buffers | 114 | 2510 | 5.53 |
| clock inverters | 62 | 458 | 1.01 |
| well taps | 1276 | 1600 | 3.51 |
| flip-flops and latches | 1024 | 30700 | 67.7 |
| repair buffers | 220 | 2090 | 4.61 |
| diodes | 1 | 2.50 | 0.00551 |
-- worst max-delay path: cells and delay by family --
family	cells	cell delay [ns]
and+or+nand+nor	2	0.76
buffers and inverters	3	1.64
AOI/OAI and AO/OA	2	0.82
-- logic make-up (layout without fill, tap and decap cells) --
kind of cell,Yosys count,after routing
AND-OR/OR-AND,288,288
buffers and inverters,129,396
flip-flops,1024,1024
multiplexers,512,512
other,0,1
AND/OR/NAND/NOR,125,125
-- layer usage --
metal,GRT usage (%),vias up
met2,29.9,1237
met4,3.77,14
met1,24.1,9632
li1,-,8906
met3,16.2,159
met5,1.31,-
No activity file was given, so power comes from the tool's default toggle rates.
