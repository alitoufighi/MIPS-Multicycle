`./design.v`:
```
module IF_Stage (
    input clk,
    input rst,
    input freeze,
    input Br_taken,
    input [31:0] Br_Addr,
    output [31:0] PC_inc,
    output [31:0] Instruction
);
    reg [31:0] PC;
    assign PC_inc = PC + 4;
    Instruction_mem instruction_memory(
            .addr(PC),
            .out(Instruction)
    );
    always @(posedge clk, posedge rst) begin
        if(rst)
            PC <= 32'b0;
        else begin
            if(Br_taken)
                PC <= Br_Addr;
            else if(freeze)
                PC <= PC;
            else begin
                PC <= PC_inc;
            end
        end
    end
endmodule
module Instruction_mem(
    input[31:0] addr,
    output[31:0] out
);
    wire[31:0] instruction_mem[0: 1023];
    wire[31:0] shifted_address;
    assign shifted_address     = {2'b0, addr[31:2]};
    assign instruction_mem[0 ] = 32'b000000_00000_00000_00000_00000000000; 
    assign instruction_mem[1 ] = 32'b100000_00000_00001_00000_11000001010; 
    assign instruction_mem[2 ] = 32'b000001_00000_00001_00010_00000000000; 
    assign instruction_mem[3 ] = 32'b000011_00000_00001_00011_00000000000; 
    assign instruction_mem[4 ] = 32'b000101_00010_00011_0010000000000000;  
    assign instruction_mem[5 ] = 32'b100001_00011_00101_0001101000110100;  
    assign instruction_mem[6 ] = 32'b000110_00011_00100_0010100000000000;  
    assign instruction_mem[7 ] = 32'b000111_00101_00000_0011000000000000;  
    assign instruction_mem[8 ] = 32'b000111_00100_00000_0101100000000000;  
    assign instruction_mem[9 ] = 32'b000011_00101_00101_0010100000000000;  
    assign instruction_mem[10] = 32'b100000_00000_00001_0000010000000000;  
    assign instruction_mem[11] = 32'b100101_00001_00010_0000000000000000;  
    assign instruction_mem[12] = 32'b100100_00001_00101_00000_00000000000; 
    assign instruction_mem[13] = 32'b101000_00101_00000_00000_00000000001; 
    assign instruction_mem[14] = 32'b001000_00101_00001_00111_00000000000; 
    assign instruction_mem[15] = 32'b001000_00101_00001_00000_00000000000; 
    assign instruction_mem[16] = 32'b001001_00011_00100_00111_00000000000; 
    assign instruction_mem[17] = 32'b100101_00001_00111_00000_00000010100; 
    assign instruction_mem[18] = 32'b001010_00011_00100_01000_00000000000; 
    assign instruction_mem[19] = 32'b001011_00011_00100_01001_00000000000; 
    assign instruction_mem[20] = 32'b001100_00011_00100_01010_00000000000; 
    assign instruction_mem[21] = 32'b100101_00001_00011_00000_00000000100; 
    assign instruction_mem[22] = 32'b100101_00001_00100_00000_00000001000; 
    assign instruction_mem[23] = 32'b100101_00001_00101_00000_00000001100; 
    assign instruction_mem[24] = 32'b100101_00001_00110_00000_00000010000; 
    assign instruction_mem[25] = 32'b100100_00001_01011_00000_00000000100; 
    assign instruction_mem[26] = 32'b100101_00001_01011_00000_00000011000; 
    assign instruction_mem[27] = 32'b100101_00001_01001_00000_00000011100; 
    assign instruction_mem[28] = 32'b100101_00001_01010_00000_00000100000; 
    assign instruction_mem[29] = 32'b100101_00001_01000_00000_00000100100; 
    assign instruction_mem[30] = 32'b100000_00000_00001_00000_00000000011; 
    assign instruction_mem[31] = 32'b100000_00000_00100_00000_10000000000; 
    assign instruction_mem[32] = 32'b100000_00000_00010_00000_00000000000; 
    assign instruction_mem[33] = 32'b100000_00000_00011_00000_00000000001; 
    assign instruction_mem[34] = 32'b100000_00000_01001_00000_00000000010; 
    assign instruction_mem[35] = 32'b001010_00011_01001_01000_00000000000; 
    assign instruction_mem[36] = 32'b000001_00100_01000_01000_00000000000; 
    assign instruction_mem[37] = 32'b100100_01000_00101_00000_00000000000; 
    assign instruction_mem[38] = 32'b100100_01000_00110_11111_11111111100; 
    assign instruction_mem[39] = 32'b000011_00101_00110_01001_00000000000; 
    assign instruction_mem[40] = 32'b100000_00000_01010_10000_00000000000; 
    assign instruction_mem[41] = 32'b100000_00000_01011_00000_00000010000; 
    assign instruction_mem[42] = 32'b001010_01010_01011_01010_00000000000; 
    assign instruction_mem[43] = 32'b000101_01001_01010_01001_00000000000; 
    assign instruction_mem[44] = 32'b101000_01001_00000_00000_00000000010; 
    assign instruction_mem[45] = 32'b100101_01000_00101_11111_11111111100; 
    assign instruction_mem[46] = 32'b100101_01000_00110_00000_00000000000; 
    assign instruction_mem[47] = 32'b100000_00011_00011_00000_00000000001; 
    assign instruction_mem[48] = 32'b101001_00001_00011_11111_11111110001; 
    assign instruction_mem[49] = 32'b100000_00010_00010_00000_00000000001; 
    assign instruction_mem[50] = 32'b101001_00001_00010_11111_11111101110; 
    assign instruction_mem[51] = 32'b100000_00000_00001_00000_10000000000; 
    assign instruction_mem[52] = 32'b100100_00001_00010_00000_00000000000; 
    assign instruction_mem[53] = 32'b100100_00001_00011_00000_00000000100; 
    assign instruction_mem[54] = 32'b100100_00001_00100_00000_00000001000; 
    assign instruction_mem[55] = 32'b100100_00001_00100_00000_01000001000; 
    assign instruction_mem[56] = 32'b100100_00001_00100_00000_10000001000; 
    assign instruction_mem[57] = 32'b100100_00001_00101_00000_00000001100; 
    assign instruction_mem[58] = 32'b100100_00001_00110_00000_00000010000; 
    assign instruction_mem[59] = 32'b100100_00001_00111_00000_00000010100; 
    assign instruction_mem[60] = 32'b100100_00001_01000_00000_00000011000; 
    assign instruction_mem[61] = 32'b100100_00001_01001_00000_00000011100; 
    assign instruction_mem[62] = 32'b100100_00001_01010_00000_00000100000; 
    assign instruction_mem[63] = 32'b100100_00001_01011_00000_00000100100; 
    assign instruction_mem[64] = 32'b101010_00000_00000_11111_11111111111; 
    assign out                 = instruction_mem[shifted_address];
endmodule
```
`./run.sh`:
```
#!/bin/bash
# OpenROAD 26Q1-2900-gdf79404cd8, Yosys 0.63+post, stock flow scripts
make -C /OpenROAD-flow-scripts/flow DESIGN_CONFIG=/design/flow/config.mk WORK_HOME=/design/flow/orfs finish
```
`./config.mk`:
```
export PLATFORM = sky130hd
export DESIGN_NAME = IF_Stage
export DESIGN_NICKNAME = IF_Stage
export VERILOG_FILES = /design/flow/design.v
export SDC_FILE = /design/flow/constraint.sdc
export NUM_CORES = 4
export LEC_CHECK = 1
export CORE_UTILIZATION = 50
```
`./constraint.sdc`:
```
current_design IF_Stage

set clk_period 5.7
set clk_io_pct 0.2

create_clock -name clk0 -period $clk_period [get_ports {clk}]

set non_clock_inputs [all_inputs -no_clocks]
set_input_delay [expr $clk_period * $clk_io_pct] -clock clk0 $non_clock_inputs
set_output_delay [expr $clk_period * $clk_io_pct] -clock clk0 [all_outputs]
```
==> load_flow_metrics.sql <==
-- physical implementation figures
INSERT INTO impl_metrics (metric_group, metric, value, unit) VALUES
('status', 'outcome', 'finished clean', ''),
('power_and_ir_drop', 'share_clk_of_total_power', '25.7', '%'),
('placement', 'port_buffers', '96', ''),
('timing', 'final_period_minus_worst_setup_slack', '4.558', 'ns'),
('power_and_ir_drop', 'p_per_area', '175.0', 'nW/um^2'),
('cts', 'number_of_setup_buffers_added_after_cts', '0', ''),
('route', 'detail_route.antenna_diodes', '0', ''),
('route', 'detailedRoute.firstIterationViolations', '477', ''),
('global_routing', 'grt_antenna_before_repair', '0', ''),
('synth', 'synth_largest_type_area_fraction', '20.47', '%'),
('floorplan', 'floorplan.io_pins', '100', ''),
('cts', 'cts-buffers-inserted', '5', ''),
('setup_path', 'critPathKind', 'register to output pin', ''),
('cts', 'cts_tree', 'done', ''),
('synth', 'synth.top_cells.by_count', 'sky130_fd_sc_hd__nand2_1, sky130_fd_sc_hd__o21ai_0, sky130_fd_sc_hd__nor2_1', ''),
('timing', 'fin_worst_skew', '0.01016', 'ns'),
('setup_path', 'arrival', '3.42', 'ns'),
('global_routing', 'grt_use_total', '32.67', '%'),
('route', 'drtAntennaViolNets', '0', ''),
('synth', 'yosys.stat.chipArea', '3913', 'sq um'),
('global_routing', 'grt_first_pass_wirelength', '21200', 'um'),
('cts', 'clock_insertion_delay_worst_skew', '0.29', 'ns'),
('floorplan', 'core_util_floorplan', '52.81', '%'),
('timing', 'hold_viol', '0', ''),
('cts', 'number_of_sinks_driven_by_the_clock_tree', '32', ''),
('min_path', 'min-delay-path-class', 'register to register', ''),
('timing', 'achievable-frequency', '0.2194', 'GHz'),
('cells_and_area', 'largest-register', 'PC', ''),
('job', 'stage_log_warnings', '30', ''),
('synth', 'synth-seq-cells', '32', ''),
('floorplan', 'fp.dieH', '90.46', 'um'),
('setup_path', 'critPathRequiredTime', '4.56', 'ns'),
('route', 'via_per_inst', '6.287', ''),
('cells_and_area', 'largest_registers_ranked_by_flip_flop_count', 'PC x32', ''),
('timing', 'slew_at_the_pin_closest_to_its_max_slew_limit', '0.7948', 'ns'),
('cts', 'post_cts_resize_count', '0', ''),
('power_and_ir_drop', 'total_leakage_power', '1.791', 'nW'),
('timing', 'setup_viol', '0', ''),
('global_routing', 'gr-total-overflow', '0', ''),
('placement', 'detailed_placer_s_ending_hpwl', '9530', 'um'),
('floorplan', 'placement_rows', '31', ''),
('timing', 'report.final.slew_viol_count', '0', ''),
('cts', 'ctsLongestPathBuffers', '2', ''),
('timing', 'layout_setup_ws', '1.142', 'ns'),
('setup_path', 'critPathCaptureType', 'output pin', ''),
('placement', 'place_congestion', '1.086', ''),
('synth', 'synth_top_cell_by_area', 'sky130_fd_sc_hd__dfrtp_1', ''),
('power_and_ir_drop', 'netSwitchingFraction', '37.07', '%'),
('cts', 'worst_setup_hold_path_clk_slew', '0.07', 'ns'),
('power_and_ir_drop', 'irDropWorstVdd', '165.6', 'uV'),
('synth', 'cell_area_synth', '3913', 'sq um'),
('setup_path', 'regToRegStartpoint', 'PC[2]', ''),
('global_routing', 'first_global_vias', '4129', ''),
('job', 'max_cap_viol_count', '0', ''),
('power_and_ir_drop', 'design_power_total', '0.0008656', 'W'),
('route', 'routed-via-count', '4464', ''),
('floorplan', 'die.size.x', '90.46', 'um'),
('power_and_ir_drop', 'internal_power', '0.0005448', 'W'),
('power_and_ir_drop', 'p_switching', '0.0003209', 'W'),
('synth', 'post_synth_inst_count', '543', ''),
('synth', 'post_synth_num_cell_types', '66', ''),
('cells_and_area', 'syn_to_final_growth', '26.42', '%'),
('synth', 'netlist.top_cell.by_instances', 'sky130_fd_sc_hd__nand2_1', ''),
('setup_path', 'crit_path_start', 'PC[10]', ''),
('route', 'route.detailed.drc', '0', ''),
('timing', 'timing.final.crit_share', '79.96', '%'),
('cts', 'cts_root_buf', 'sky130_fd_sc_hd__clkbuf_8', ''),
('power_and_ir_drop', 'share_seq_of_total_power', '34.2', '%'),
('setup_path', 'worstSetupStartpointType', 'register', ''),
('cells_and_area', 'fillerInstances', '575', ''),
('timing', 'rsz0062_at_grt', 'no', '');
[critical path: stages (launching register included)]
cell                              delay (ns)
sky130_fd_sc_hd__dfrtp_1                0.59
sky130_fd_sc_hd__nor2_2                 0.73
sky130_fd_sc_hd__nand2_1                0.40
sky130_fd_sc_hd__nor3_1                 0.43
sky130_fd_sc_hd__nor2_1                 0.19
sky130_fd_sc_hd__inv_1                  0.15
sky130_fd_sc_hd__nor2_1                 0.07
sky130_fd_sc_hd__o21ai_0                0.08
sky130_fd_sc_hd__clkdlybuf4s50_1        0.48
[placed cells by master (no fill, tap or decap), drive strengths merged, types with 4 or more instances in the layout]
cell type and n:
clkdlybuf4s50 96, nand2 76, o21ai 54, nor2 35
nand3 33, dfrtp 32, xnor2 31, xor2 25
nand4 20, a21oi 19, nor3 16, buf 14
o211ai 13, inv 12, a31oi 10, nor4 10
nor2b 8, o22ai 8, or3 7, and4 6
and3 5, mux2 5, clkbuf 5, nor4b 5
or2 4, nand4b 4, a22oi 4, nand2b 4
a211oi 4, ha 4
[area by class of cell]
| type | count | area (sq um) | share of cell area [%] |
|---|---|---|---|
| timing repair buffer | 110 | 1066 | 21.55 |
| sequential | 32 | 800.8 | 16.19 |
| tap | 99 | 123.9 | 2.504 |
| multi-input combinational | 449 | 2799 | 56.59 |
| clock buffer | 5 | 68.82 | 1.391 |
| clock inverter | 3 | 42.54 | 0.8601 |
| inverter | 12 | 45.04 | 0.9107 |
[power by group through the flow]
| stage | Clock (W) | Sequential, W | Combinational, W |
|---|---|---|---|
| after global routing | 0.000234 | 0.000301 | 0.000375 |
| final | 0.000223 | 0.000296 | 0.000347 |
| after CTS | 0.000224 | 0.000295 | 0.000340 |
[per-layer routing]
| metal | vias to the layer above | global-route usage, % | share of wire, % |
|---|---|---|---|
| met5 | - | 0 | 0 |
| met2 | 323 | 44.57 | 42 |
| met4 | 0 | 12.10 | 3.9 |
| li1 | 2103 | - | - |
| met1 | 1987 | 49.42 | 42 |
| met3 | 51 | 9.402 | 12 |
[path summary, 6_finish.rpt]
check                                  end  slack (ns)  cells past startpoint
setup / recovery           Instruction[13]        1.14                      8
hold / removal                       PC[0]        0.51                      1
setup reg to reg                    PC[30]        3.06                      6
hold reg to reg                      PC[0]        0.51                      1
max in group asynchronous           PC[27]        4.17                      3
min in group asynchronous            PC[8]        1.22                      3
[through the flow]
stage / hold slack, ns / std cells / area (sq um) / utilization [%]
4_1_cts: 0.5161 / 710 / 4946 / 66.76
2_1_floorplan: 0.4820 / 545 / 3920 / -
6_report: 0.5140 / 710 / 4946 / 66.76
3_3_place_gp: 0.4935 / 702 / 4835 / 65.26
3_5_place_dp: 0.4990 / 702 / 4835 / 65.26
5_1_grt: 0.5353 / 710 / 4946 / 66.76
[kinds of logic (layout without fill, tap and decap cells)]
group | count (synthesis) | count (layout) | share of synthesized area (%)
compound gates | 131 | 131 | 20.47
simple gates | 248 | 248 | 35.02
xor+xnor | 56 | 56 | 12.54
fa+ha+maj | 4 | 4 | 1.279
buf+inv | 64 | 130 | 8.186
other cells | 1 | 3 | 0.09585
flops | 32 | 32 | 20.47
mux | 7 | 7 | 1.951
